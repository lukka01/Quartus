**design/flow/run.sh**
```bash
#!/bin/bash
# OpenROAD 26Q1-2900-gdf79404cd8, Yosys 0.63+post, stock flow scripts
make -C /OpenROAD-flow-scripts/flow DESIGN_CONFIG=/design/flow/config.mk WORK_HOME=/design/flow/orfs finish
```
**design/flow/config.mk**
```make
export PLATFORM = sky130hd
export DESIGN_NAME = barrelshifter
export DESIGN_NICKNAME = barrelshifter
export VERILOG_FILES = /design/flow/design.v
export SDC_FILE = /design/flow/constraint.sdc
export NUM_CORES = 4
export LEC_CHECK = 1
export CORE_AREA = 10 10 70 70
export DIE_AREA = 0 0 80 80
```
**design/flow/constraint.sdc**
```tcl
current_design barrelshifter

set clk_period 1.1
set clk_io_pct 0.2

create_clock -name clk0 -period $clk_period [get_ports {clock}]

set non_clock_inputs [all_inputs -no_clocks]
set_input_delay [expr $clk_period * $clk_io_pct] -clock clk0 $non_clock_inputs
set_output_delay [expr $clk_period * $clk_io_pct] -clock clk0 [all_outputs]
```
**design/flow/design.v**
```verilog
module barrelshifter(input clock, input [1:0] SA, input left, input [3:0] in, output reg [3:0] out=0);
always @(posedge clock) begin
    if (left) begin
        out <= in << SA;
    end
    else begin
        out <= in >> SA;
    end
end
endmodule
module barrelshifter_tb();
reg clock=0;
reg [1:0] SA;
reg left;
reg [3:0] in=4'b1011;
wire [3:0] out;
barrelshifter uut (
    clock, SA, left, in, out
);
always begin
    #5; clock = !clock;
end
initial begin
    SA = 2'b00; left = 0; #10;
    SA = 2'b01; left = 0; #10;
    SA = 2'b10; left = 0; #10;
    SA = 2'b11; left = 0; #10;
    SA = 2'b00; left = 1; #10;
    SA = 2'b01; left = 1; #10;
    SA = 2'b10; left = 1; #10;
    SA = 2'b11; left = 1; #10;
end
endmodule
```
==> results.json <==
{
  "drive_gt1_frac": 0.267,
  "tool_warnings": 25,
  "dpl-instance-area_sq_um": 435,
  "final-setup-viol-count": 0,
  "avgRoutedWirePerCell_microns": 8.33,
  "use_met3": 0.0193,
  "mux_share": 0.150,
  "top_register": "out",
  "final_hold_viol_count": 0,
  "edf_count": 0,
  "avgSynthCellArea_sq_um": 8.94,
  "clk_pin_slew_ps": 40,
  "cap_violations": 0,
  "cp_slowest_cell": "clkdlybuf4s50_1",
  "crit_path_end_kind": "register",
  "yosysChipArea_sq_um": 241,
  "path_buffers": 2,
  "wirelength_microns": 758,
  "maxSlewHeadroom": 0.896,
  "use_met2": 0.0345,
  "rsz0062_at_grt": "false",
  "drc": 0,
  "ys_cells": 27,
  "cp_max_fo": 4,
  "ctsRootBufferMaster": "clkbuf_4",
  "synthTopCellsByArea": "dfxtp_1 33%, o2bb2ai_1 7.3%, mux2_4 6.2%",
  "arrival_ps": 1150,
  "dp_hpwl_microns": 610,
  "crit_path_max_incr_delay_ps": 520,
  "viasPerCell": 2.89,
  "compound_area_frac": 0.290,
  "portBuffers": 11,
  "fp-row-count": 21,
  "ys_seq_share": 0.332,
  "core-area_sq_um": 3420,
  "largest_reg_flops": 4,
  "whs_ps": 421,
  "chipArea_sq_um": 6400,
  "ir_worst_vdd_v": 0.000192,
  "track_usage": 0.0236,
  "ys_ff": 4,
  "top_usage_layer": "met2",
  "ios": 12,
  "area_growth_pct": 91.2,
  "leakage_nw": 0.200,
  "die_h_microns": 80,
  "netlist_instances": 27,
  "min_from": "in[1]",
  "cts_buffers": 3,
  "whs_path_depth": 4,
  "crit_chain": "clkdlybuf4s50_1 > buf_4 > a2bb2oi_1 > o2bb2ai_1",
  "yosysUniqueCellTypes": 19,
  "status": "complete, no violations",
  "drt-pass1-iter-count": 2,
  "fin_crit_ps": 1040,
  "flop_cell": "dfxtp_1",
  "fp-utilization": 0.0707,
  "yosys_warnings": 1,
  "synthAdderAreaFrac": 0,
  "die-width_microns": 80,
  "worst_hold_path.endpoint": "out[1]",
  "grt_antenna_before_repair": 0,
  "xor_share": 0,
  "grt.overflow.total": 0,
  "grt_pass1_wl_microns": 1210,
  "worstMarginPinSlew_ps": 157,
  "htree_levels": 1,
  "tritoncts": "built",
  "grt_max_degree": 10,
  "yosysTopAreaCellShare": 0.332,
  "netlist_area_sq_um": 241,
  "synth-async-reset-ratio": 0,
  "diodes": 0,
  "worstSetupPathType": "primary input to register",
  "drtIter0Drc": 8,
  "top_regs": "out (4)",
  "fin_crit_sh": 0.947,
  "top_area_cell": "dfxtp_1",
  "power_density_nw_per_um2": 981,
  "grt_util_met1": 0.0259,
  "clock-sinks": 4,
  "startpoint_type": "primary input",
  "logic_family": "AND-OR/OR-AND gates",
  "vias": 263,
  "critPathRequiredTime_ps": 1210,
  "cp_top_family": "buffers and inverters",
  "grt_pass1_vias": 256,
  "simple_gate_area_frac": 0.135,
  "gp_congestion": 0.774,
  "ctsHoldBuffers": 0,
  "fillers": 399,
  "drv_slew": 0,
  "max_freq_mhz": 960,
  "clk_path_buf_depth": 2,
  "drtAntennaViolNets": 0,
  "design_area_sq_um": 462,
  "hp-class": "primary input to register"
}
[cell families after synthesis]
family	Yosys count
buf+inv	3
simple gates	7
mux	3
compound gates	10
flops	4
[per-stage QoR]
step                      setup TNS [ps]  utilization  setup WS, ps  instances  power, mW
final                                  0        0.135          58.2         91      0.453
after global routing                   0        0.135          7.33         91      0.501
after CTS                              0        0.133          41.0         91      0.462
after detailed placement           -1050        0.127          -295         88      0.286
after global placement             -1100        0.127          -302         88      0.286
after floorplan                        0            -           155         27      0.210
[layer usage]
metal	vias up	routed length (microns)	part of all wire
met2	8	340	0.45
met3	0	97	0.13
met4	0	0	0
met5	-	0	0
met1	118	319	0.42
li1	137	-	-
[Yosys cell counts (all sizes together) (2+ instances only)]
cell     instances
buf              2
dfxtp            4
mux2             2
nand2            3
nor2             2
o21ai            3
o2bb2ai          2
[worst max-delay path by stage]
stage / startpoint / endpoint / depth (start not counted) / slack (ps)
after global routing: in[3] / out[0] / 5 / 7
after CTS: in[1] / out[1] / 4 / 40
final: left / out[2] / 4 / 60
[timing repair]
| item | CTS | global route |
|---|---|---|
| resized | 7 | 2 |
| endpoints found under the setup margin | 7 | 2 |
| buffers inserted | 0 | 0 |
[area by class of cell]
| type | count | area (sq um) | share of cell area |
|---|---|---|---|
| tap | 46 | 57.6 | 0.125 |
| timing repair buffer | 17 | 154 | 0.333 |
| inverter | 1 | 3.75 | 0.00813 |
| multi-input combinational | 20 | 144 | 0.312 |
| sequential | 4 | 80.1 | 0.173 |
| clock buffer | 3 | 22.5 | 0.0488 |
[placed cells by master, fill, tap and decap left out, types with 2 or more instances in the layout]
cell type,synthesis,routed
dfxtp_1,4,4
dlygate4sd2_1,0,6
clkbuf_4,0,3
clkdlybuf4s50_1,0,4
o2bb2ai_1,2,2
nor2_1,2,2
buf_4,1,5
o21ai_0,2,2
nand2_1,3,3
[power breakdown]
| part | switching [mW] | internal, mW | leakage [nW] |
|---|---|---|---|
| registers | 0.00225 | 0.160 | 0.0336 |
| logic | 0.0421 | 0.0712 | 0.153 |
| clock network | 0.0562 | 0.122 | 0.0138 |
| total | 0.101 | 0.353 | 0.200 |
No activity file was given, so power comes from the tool's default toggle rates.
